## design/flow/constraint.sdc

```tcl
current_design brc

set clk_period 5.7
set clk_io_pct 0.2

create_clock -name clk0 -period $clk_period

set non_clock_inputs [all_inputs -no_clocks]
set_input_delay [expr $clk_period * $clk_io_pct] -clock clk0 $non_clock_inputs
set_output_delay [expr $clk_period * $clk_io_pct] -clock clk0 [all_outputs]
```

## design/flow/run.sh

```bash
#!/bin/bash
# OpenROAD 26Q1-2900-gdf79404cd8, Yosys 0.63+post, stock flow scripts
make -C /OpenROAD-flow-scripts/flow DESIGN_CONFIG=/design/flow/config.mk WORK_HOME=/design/flow/orfs finish
```

## design/flow/config.mk

```make
export PLATFORM = sky130hd
export DESIGN_NAME = brc
export DESIGN_NICKNAME = brc
export VERILOG_FILES = /design/flow/design.v
export SDC_FILE = /design/flow/constraint.sdc
export NUM_CORES = 4
export LEC_CHECK = 1
export CORE_AREA = 10 10 76 76
export DIE_AREA = 0 0 86 86
```

## design/flow/design.v

```verilog
module brc(
	input  logic [31:0] i_rs1_data,
	input  logic [31:0] i_rs2_data,
	input  logic 		i_br_un,
	output logic 		o_br_less,
	output logic 		o_br_equal
);
logic cout;
logic [31:0] sum;
ripple_adder ripple_adder(
	.a(i_rs1_data),
	.b(~i_rs2_data),
	.cin(1'b1),
	.sum(sum),
	.cout(cout)
);
always @(*) begin
	o_br_equal = (i_rs1_data === i_rs2_data);
	if (i_br_un) o_br_less = !cout;
	else if (i_rs1_data[31] != i_rs2_data[31]) o_br_less = i_rs1_data[31];
	else o_br_less = sum[31];
end
endmodule
module fulladder(
    input X,      
    input Y,      
    input Ci,     
    output S,     
    output Co     
);
    wire w1, w2, w3;
    xor G1(w1, X, Y);
    xor G2(S, w1, Ci);
    and G3(w2, w1, Ci);
    and G4(w3, X, Y);
    or G5(Co, w2, w3);
endmodule
module ripple_adder#(parameter data_size = 32)(		
	input logic [data_size-1:0] a,b,		 
	input logic cin,
	output logic [data_size-1:0] sum,	 
	output logic cout			 
);
wire [31:0] carry;
genvar i;
generate
    fulladder adder0(a[0], b[0], cin, sum[0], carry[0]);
    for(i = 1; i < data_size; i++) begin
        fulladder adder(a[i], b[i], carry[i-1], sum[i], carry[i]);
    end
    assign cout = carry[data_size-1];
endgenerate
endmodule
```

==> run notes <==
Along the worst hold path, the cell count comes to 3. The cell type contributing the most total cell area after synthesis is ha_1. With the static leakage at 0.8164 nW, the via count is 987.

The logs give 918.4 um^2 for the area of the mapped netlist and 0 for the final-report max-slew violation count. The post-CTS hold buffer count recorded in the log is 0. The total negative setup slack is 0 ns.

The final cell count without fillers is 236, and the count of buffers added by post-CTS timing repair for setup is 0. The number of I/O pins is 67, and the share of the clock period used by the worst path after layout is 88.80%. Summing all flip-flop and latch instances after layout gives 0 um^2.

Via density per instance: 4.182. The type of element capturing the critical path is a primary output. In this run, the number of DRC markers left after iteration 0 of detailed routing was 8. The number of global-route vias before repair is 1063. The run gives 0.02147 mV for the maximum ir drop on the vdd rail. The run finished with clean final reports.

The layout summary lists the proportion of cells stronger than drive strength 1 as 1.613%. The final timing report derives a shortest allowable period of 5.061 ns. The last timing report of the flow puts the setup violation total at 0.

The number of cells in the design after placement was 236; the area of all placed cells without fillers was 0.001652 mm^2. Port buffering added 67 buffers. The critical path is of the input pin to primary output type. Synthesis-to-finish area growth: 79.84%. Post-CTS repair ended up resizing 0 cells. The OpenROAD warning count came out at 35. Overall routing resource usage recorded by global route was 8.021%. The number of cell instances after yosys synthesis is 119, and the first-pass detailed-route iteration total is 2. For the pin count of the biggest net entering global routing, the log shows 4. The type of the most critical hold path was input pin to primary output.

Startpoint type of the worst setup path: an input pin. For the upper clock frequency limit, the log shows 197.6 MHz. The die span in y is 86 um, and the last weighted congestion value of the routability-driven placer is 0.8104. After layout, the clock buffer instance count stands at 0. The detailed router reported a total wirelength of 2.989 mm. The die footprint was 0.007396 mm^2.

At the pin with the least slew margin, the transition time is 0.3706 ns. STA shows the worst min-delay path finishing at o_br_less. Dividing the detail-routed wire length by the instance count gives 12.67 um. After legalization and detailed placement, the total HPWL measured 2.912 mm. The run gives 0 as the final hold violation count. The mean post-synth cell area works out to 7.717 um^2.

The count of different cell masters after synthesis is 28. The launch point of the worst min-delay path is recorded as i_br_un. The total power divided by cell area works out to 66.38 mW/mm^2. The main area contributors are ha_1 44%, inv_1 14%, fa_1 4.4%, nand4_1 4.1%, a2111oi_4 3.0%. The initial antenna violation count is 0. For the floorplan core density, the log shows 22.32%.

The final layout contains a sequential cell count of 0. The count of yosys warnings during synthesis was 1. Worst path required time: 4.56 ns. Number of remaining DRC errors: 0. The area share of the leading cell type in the synthesized netlist was 43.60%; the worst max-slew margin expressed relative to the limit was 74.66%. In this run the core area contains 23 standard-cell rows. The register area share after synthesis is 0%. Highest fanout seen on the critical path: 3. The met3 demand-to-capacity share in global routing was 1.811%; the instance tally after logic synthesis was 119.

The placed instances occupy a cell area of 0.001652 mm^2. The logs give 5.064 mm for the wire length of the first global-routing pass and 0 for the remaining global-route overflow. The repair_antennas step left the layout with diodes totalling 0. The placeable core region is 0.004115 mm^2, and the tally of filler cells in the layout is 423. For the global routing met1 resource utilization, the log shows 10.48%. The number of maximum-capacitance violations recorded for the run is 0. The data arrival time reported for the critical path is 3.92 ns.

Setup repair after global routing left no endpoint under its margin. After global routing, the most crowded layer is met2. The chip area line in the Yosys stat output reads 918.4 um^2.

Nets still carrying antenna violations after routing amount to 0. Routing resource usage on met2 recorded by global route was 13.86%. The horizontal die dimension reported for this design is 86 um.
[cells by family after synthesis]
group / after synthesis / share of synthesized area [%]
adders and majority gates: 34 / 47.96
muxes: 1 / 1.226
AOI/OAI and AO/OA: 28 / 23.84
and+or+nand+nor: 22 / 13.08
buffers and inverters: 34 / 13.90
[worst max-delay path, cell delays in order]
cell and delay, ns:
clkdlybuf4s50_1 0.45, inv_1 0.04, ha_1 0.31, a2111o_1 0.47, a2111oi_4 0.36, nand3_1 0.11, o21ai_1 0.23, fa_1 0.21
mux2_2 0.14, clkdlybuf4s50_1 0.47
[through the flow]
stage          util (%)  setup slack [ns]  hold slack (ns)  total power, W
2_1_floorplan         -             1.710            2.387      0.00005049
3_3_place_gp      40.13            0.6337            3.391       0.0001108
3_5_place_dp      40.13            0.6029            3.381       0.0001111
4_1_cts           40.13            0.6032            3.386       0.0001118
5_1_grt           40.13            0.4890            3.401       0.0001256
6_report          40.13            0.6386            3.366       0.0001096
[cell usage in the layout, fill, tap and decap left out, drive strengths merged]
cell and instances:
a22o 1, o211a 1, nor3 1, and4 1, nand4 6, a2111o 1, o31ai 1, o21bai 1
o211ai 1, a22oi 1, clkdlybuf4s50 67, a21oi 5, nand2 2, nor4 3, nand2b 2, nor2 4
o21a 3, a211oi 2, nand3 3, ha 32, mux2 1, a2111oi 2, fa 2, inv 34
a21o 3, o21ai 6
[worst max-delay path by stage]
stage / cells after the start / slack (ns) / end / from
6_report: 10 / 0.64 / o_br_less / i_rs2_data[29]
5_1_grt: 10 / 0.49 / o_br_less / i_rs2_data[29]
4_1_cts: 10 / 0.60 / o_br_less / i_rs2_data[29]
[final cells by class]
class                           count  area, um^2  share of cell area, %
Multi-Input combinational cell     85       790.8                  47.88
Inverter                           34       127.6                  7.727
Tap cell                           50       62.56                  3.788
Timing Repair Buffer               67       670.6                  40.61
[metal layers]
layer  share of wire (%)  wire, um
met3                 7.2       216
met1                  46      1369
met2                  47      1403
met4                   0         0
met5                   0         0
[synth_stat cells, drive strengths merged, types with 3 or more instances]
cell / instances
inv: 34
ha: 32
nand4: 6
o21ai: 6
a21oi: 5
nor2: 4
a21o: 3
nand3: 3
nor4: 3
o21a: 3
[power by group]
part	total, W	switching (W)	internal (W)	leakage (nW)
registers	0	0	0	0
logic	0.000110	0.0000397	0.0000699	0.816
clock network	0	0	0	0
Power and IR drop assume default switching activity.
