[/design/flow/run.sh]
#!/bin/bash
# OpenROAD 26Q1-2900-gdf79404cd8, Yosys 0.63+post, stock flow scripts
make -C /OpenROAD-flow-scripts/flow DESIGN_CONFIG=/design/flow/config.mk WORK_HOME=/design/flow/orfs finish
[/design/flow/config.mk]
export PLATFORM = sky130hd
export DESIGN_NAME = regfile
export DESIGN_NICKNAME = regfile
export VERILOG_FILES = /design/flow/design.v
export SDC_FILE = /design/flow/constraint.sdc
export NUM_CORES = 4
export LEC_CHECK = 1
export CORE_UTILIZATION = 50
[/design/flow/constraint.sdc]
current_design regfile

set clk_period 9.1
set clk_io_pct 0.2

create_clock -name clk0 -period $clk_period [get_ports {i_clk}]

set non_clock_inputs [all_inputs -no_clocks]
set_input_delay [expr $clk_period * $clk_io_pct] -clock clk0 $non_clock_inputs
set_output_delay [expr $clk_period * $clk_io_pct] -clock clk0 [all_outputs]
[/design/flow/design.v]
module regfile(
	input i_clk,
	input i_rst_n,
	input  logic [4:0]  i_rs1_addr,
	input  logic [4:0]  i_rs2_addr,
	output logic [31:0] o_rs1_data,
	output logic [31:0] o_rs2_data,
	input  logic [4:0]  i_rd_addr,
	input  logic [31:0] i_rd_data,
	input  logic 		i_rd_wren
);
logic [31:0] register[31:0];
integer i;
always @(posedge i_clk or negedge i_rst_n) begin
	if (!i_rst_n) begin
		for (i = 0; i < 32; i = i +1) begin
			register[i] <= 32'b0;
		end
	end else 
	if (i_rd_wren && (i_rd_addr != 5'd0)) begin
        register[i_rd_addr] <= i_rd_data;
	end
end
always_comb begin
	o_rs1_data = (i_rd_wren && (i_rd_addr == i_rs1_addr)) ? i_rd_data : register[i_rs1_addr];
	o_rs2_data = (i_rd_wren && (i_rd_addr == i_rs2_addr)) ? i_rd_data : register[i_rs2_addr];
end
endmodule
==> qor.txt <==
Registers, synthesis -> 1,024
max FFs per register -> 1,024
Clk pwr share -> 37.1%
final total power -> 13,100 µW
total power per unit cell area -> 218 mW/mm²
Slew headroom -> 18.4%
Commonest flop -> dfrtp_1
Flop pwr share -> 48.2%
CP cell instances -> buf_2 -> buf_4 -> nand2b_1 -> nor2_4 -> buf_4 -> a2111oi_0 -> nand3_1 -> nor4_1 -> buf_4 -> o21ai_1 -> clkdlybuf4s50_1
P&R area growth vs syn -> 13.8%
CTS H-tree lvls -> 3
skew final -> 0 ns
length of the first detailed-routing pass in iterations -> 12
clk ins delay skew pair -> 0.71 ns
Die Height -> 327 µm
final worst-path cycle share -> 91.9%
critical setup path kind -> input port to primary output
CP max stage delay -> 0.87 ns
slowest stage cell, crit path -> nor4_1
CTS Hold Bufs -> 0
Post-Route WL -> 296 mm
Synth area leader -> dfrtp_1
max-slew violations -> 0
YS warnings -> 2
I/O Buffers -> 113
setup TNS -> 0 ns
mapped cell area -> 0.0528 mm²
sw frac -> 29.6%
Top cells by area -> dfrtp_1, mux2_2, a22oi_1
Leak -> 0.0267 µW
instance count of the mapped netlist -> 4,588
Synth async-reset ratio -> 100%
setup bufs post-CTS -> 0
yosys cell count -> 4,588
VDD IR max -> 0.000209 V
flip-flops with a built-in enable -> 0
Seq share, synth -> 48.6%
number of global-route vias before repair -> 46,500
Crit. End Element -> primary output
final antenna-violating net count -> 0
final setup fails -> 0
Remaining DRCs -> 0
GRT Total Usage -> 57.9%
# rows -> 118
synth unique cells -> 78
Clock Root Buffer -> clkbuf_16
cell mode on critical path -> buf_4
initial core utilization -> 50.7%
Longest Clk Path Bufs -> 3
RSZ-0062 raised after global routing -> false
worst-margin pin slew -> 1.22 ns
CTS tree -> yes
antenna violations before repair -> 36
run status -> completed
average wire per standard cell -> 48.4 µm
Final HPWL DP -> 182 mm
Top reg by flops -> register
Worst-path clk slew -> 0.06 ns
Arr. time, crit path -> 6.54 ns
Die Width -> 327 µm
global placer's final weighted congestion -> 1.10
Comb power frac -> 14.8%
largest net degree at the start of global routing -> 124
Net Sw Power -> 3880 µW
CP startpoint kind -> input port
Hold Path Class -> flip-flop to flip-flop
worst path required time -> 7.28 ns
fmax -> 120 MHz
setup ws final -> 0.739 ns
core area -> 0.104 mm²
Mapped Avg Cell Area -> 11.5 µm²
Largest regs -> register: 1024 flops
clk sinks -> 1,024
first-pass GRT wire length -> 398 mm
IO Count -> 114
Final Critical Period -> 8.36 ns
CP max FO -> 21
via density per instance -> 7.94
GR Overflow Total -> 0
CTS resizes -> 0
CTS buffer count -> 112
fraction of layout instances using a drive strength above 1 -> 34.0%
internal power -> 9240 µW
DIE AREA -> 0.107 mm²
Place WS -> 1.08 ns
Yosys chip area -> 0.0528 mm²
Max-area cell share -> 48.6%
Fin. Hold Viols -> 0
number of max-cap violations -> 0
via count -> 48,500
initial detailed-routing violation count -> 7,345
Tool Warnings -> 41
## worst max-delay path: cells and delay by family
| kind | cells | cell delay (ns) |
|---|---|---|
| AOI/OAI and AO/OA | 2 | 0.53 |
| buffers and inverters | 5 | 1.99 |
| and+or+nand+nor | 4 | 2.15 |
## kinds of logic after synthesis
group,synth area share [%]
AOI/OAI and AO/OA,14.8
DFF,48.6
muxes,21.7
and+or+nand+nor,10.5
buffers and inverters,4.27
xor gates and xnor gates,0.166
## routing by layer
metal / vias up / track usage (%) / routed length [µm]
li1: 17700 / - / -
met1: 24100 / 72.2 / 99500
met2: 4885 / 72.0 / 113000
met3: 1699 / 40.5 / 55000
met4: 45 / 37.5 / 27600
met5: - / 5.68 / 885
## final cells by class
| type | instances | area [µm²] |
|---|---|---|
| Sequential cell | 1024 | 25600 |
| Fill cell | 8635 | 44000 |
| Timing Repair Buffer | 388 | 3230 |
| Inverter | 7 | 26.3 |
| Multi-Input combinational cell | 3066 | 25500 |
| Antenna cell | 42 | 105 |
| Clock buffer | 150 | 3180 |
| Clock inverter | 49 | 663 |
| Tap cell | 1380 | 1730 |
## synthesized netlist by cell type (8+ instances only)
master	count
a31oi_1	17
nor2_2	26
nand2b_1	13
a221oi_1	41
nand4_1	107
o21ai_0	89
nand2_1	160
o21ai_1	32
buf_6	16
clkbuf_1	257
nor3_1	30
buf_1	37
dfrtp_1	1024
a211oi_1	11
a2111oi_0	84
xor2_1	8
nand3_1	112
a21oi_1	53
nor3b_1	10
mux2_2	988
mux2i_1	20
nor2_1	63
nor2b_1	17
a32oi_1	13
buf_4	14
mux2_1	9
a22oi_1	639
buf_2	167
nor4_1	69
a22o_1	40
and3_1	275
nand3b_1	12
or3_1	33
## per-stage QoR
stage	hold WS [ns]	instances	area, µm²	utilization [%]
floorplan	0.437	4588	52800	-
global placement	0.376	5865	56100	53.9
detailed placement	0.378	5865	56100	53.9
CTS	0.394	6064	60000	57.6
global route	0.402	6070	60000	57.6
finish	0.392	6106	60100	57.7
## power by group through the flow
stage     clock [µW]  sequential, µW  combinational [µW]
4_1_cts         4860            6250                1880
5_1_grt         5020            6370                2020
6_report        4860            6320                1940
## cells in the final DEF, fill, tap and decap left out, types with 13 or more instances in the layout
cell type        netlist  final
clkbuf_16              0    113
nor4_1                69     68
a31oi_1               17     17
nand2_1              160    149
a221oi_1              41     41
nor2_4                 4     68
mux2i_1               20     20
clkbuf_8               0     21
clkbuf_1             257     16
o21ai_0               89     89
nand3_1              112    110
buf_4                 14    269
a22oi_1              639    639
mux2_2               988    988
a21oi_1               53     53
diode_2                0     42
bufinv_16              0     15
dfrtp_1             1024   1024
a32oi_1               13     13
nor3_1                30     25
nand4_1              107    107
and3_1               275    273
a2111oi_0             84     83
clkinv_2               0     24
or3_1                 33     32
clkdlybuf4s50_1        0    102
o21ai_1               32     32
nor2_1                63     22
a22o_1                40     40
## path summary, 6_finish.rpt
kind                                      start         endpoint  slack [ns]  cells after the start
worst max-delay path              i_rs2_addr[4]    o_rs2_data[3]        0.74                     11
worst min-delay path            register[0][19]  register[0][19]        0.39                      0
worst max register to register  register[9][20]  register[9][20]        8.17                      1
worst min register to register  register[0][19]  register[0][19]        0.39                      0
max in group asynchronous               i_rst_n  register[6][20]        6.06                      3
min in group asynchronous               i_rst_n  register[22][1]        1.07                      1
Power is estimated from default activity; no workload was simulated.
