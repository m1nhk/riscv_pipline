$ cat flow/config.mk
export PLATFORM = sky130hd
export DESIGN_NAME = alu
export DESIGN_NICKNAME = alu
export VERILOG_FILES = /design/flow/design.v
export SDC_FILE = /design/flow/constraint.sdc
export NUM_CORES = 4
export LEC_CHECK = 1
export CORE_UTILIZATION = 50
$ cat flow/constraint.sdc
current_design alu

set clk_period 26.7
set clk_io_pct 0.2

create_clock -name clk0 -period $clk_period

set non_clock_inputs [all_inputs -no_clocks]
set_input_delay [expr $clk_period * $clk_io_pct] -clock clk0 $non_clock_inputs
set_output_delay [expr $clk_period * $clk_io_pct] -clock clk0 [all_outputs]
$ cat flow/design.v
module alu(
	input  logic [31:0] i_operand_a,
	input  logic [31:0] i_operand_b,
	input  logic [3:0]  i_alu_op,
	output logic [31:0] o_alu_data
);
reg cout;
reg [31:0] sum;
ripple_adder ripple_adder(
	.a(i_operand_a),
	.b(~i_operand_b),
	.cin(1'b1),
	.sum(sum),
	.cout(cout)
);
always @(*) begin
	case(i_alu_op) 
		4'b0000: o_alu_data = i_operand_a + i_operand_b; 									 
		4'b0001: o_alu_data = i_operand_a + ~i_operand_b + 1; 								 
		4'b0010: begin
			if (i_operand_a[31] != i_operand_b[31]) o_alu_data = {31'b0,i_operand_a[31]};	 
			else o_alu_data = {31'b0,sum[31]};												
		end			
		4'b0011: o_alu_data = {31'b0,!cout};												 
		4'b0100: o_alu_data = i_operand_a ^ i_operand_b; 									 
		4'b0101: o_alu_data = i_operand_a | i_operand_b; 									 
		4'b0110: o_alu_data = i_operand_a & i_operand_b; 									 
		4'b0111: begin																	 
			o_alu_data = i_operand_a;																	
			if (i_operand_b[0]) o_alu_data = {o_alu_data[30:0], 1'b0}; 
			if (i_operand_b[1]) o_alu_data = {o_alu_data[29:0], 2'b0}; 
			if (i_operand_b[2]) o_alu_data = {o_alu_data[27:0], 4'b0};
			if (i_operand_b[3]) o_alu_data = {o_alu_data[23:0], 8'b0};
			if (i_operand_b[4]) o_alu_data = {o_alu_data[15:0], 16'b0};
		end					
		4'b1000: begin                                                                   
			o_alu_data = i_operand_a;	
			if (i_operand_b[0]) o_alu_data = {1'b0, o_alu_data[31:1]};
			if (i_operand_b[1]) o_alu_data = {2'b0, o_alu_data[31:2]}; 
			if (i_operand_b[2]) o_alu_data = {4'b0, o_alu_data[31:4]}; 
			if (i_operand_b[3]) o_alu_data = {8'b0, o_alu_data[31:8]};
			if (i_operand_b[4]) o_alu_data = {16'b0, o_alu_data[31:16]};
		end
		4'b1001: begin                                                                   
			o_alu_data = i_operand_a;
			if (i_operand_b[0]) o_alu_data = {i_operand_a[31], o_alu_data[31:1]};
			if (i_operand_b[1]) o_alu_data = {{2{i_operand_a[31]}}, o_alu_data[31:2]}; 
			if (i_operand_b[2]) o_alu_data = {{4{i_operand_a[31]}}, o_alu_data[31:4]}; 
			if (i_operand_b[3]) o_alu_data = {{8{i_operand_a[31]}}, o_alu_data[31:8]}; 
			if (i_operand_b[4]) o_alu_data = {{16{i_operand_a[31]}}, o_alu_data[31:16]};	
		end	
		4'b1010: o_alu_data = i_operand_b; 												 
		default: o_alu_data = 32'bxx;
	endcase
end
endmodule
module fulladder(
    input X,      
    input Y,      
    input Ci,     
    output S,     
    output Co     
);
    wire w1, w2, w3;
    xor G1(w1, X, Y);
    xor G2(S, w1, Ci);
    and G3(w2, w1, Ci);
    and G4(w3, X, Y);
    or G5(Co, w2, w3);
endmodule
module ripple_adder#(parameter data_size = 32)(		
	input logic [data_size-1:0] a,b,		 
	input logic cin,
	output logic [data_size-1:0] sum,	 
	output logic cout			 
);
wire [31:0] carry;
genvar i;
generate
    fulladder adder0(a[0], b[0], cin, sum[0], carry[0]);
    for(i = 1; i < data_size; i++) begin
        fulladder adder(a[i], b[i], carry[i-1], sum[i], carry[i]);
    end
    assign cout = carry[data_size-1];
endgenerate
endmodule
$ cat flow/run.sh
#!/bin/bash
# OpenROAD 26Q1-2900-gdf79404cd8, Yosys 0.63+post, stock flow scripts
make -C /OpenROAD-flow-scripts/flow DESIGN_CONFIG=/design/flow/config.mk WORK_HOME=/design/flow/orfs finish
==> CHANGELOG.md <==
### Metrics

* Port bufs at 100
* Flop area at 0 µm²
* # Post-CTS Setup Buffers at 0
* Syn Inst Count at 1289
* Max Cap Viol at 0
* Crit-path max FO at 51
* CTS resizes at 0
* Post-synth cell types at 94
* WL per Instance at 23.6 µm
* Layout area overhead at 10.7%
* Drt total wl at 36200 µm
* Flop count at 0
* Min-Delay Path Class: primary input to output port
* Slack of the critical path at 10.74 ns
* Final setup fails at 0
* Core area at 17400 µm²
* First-pass GRT wire length at 55000 µm
* Pwr Density at 21.8 nW/µm²
* Rel. slew slack at 42.6%
* Most common cell in the netlist: nor2_1
* Die Area at 18500 µm²
* Sequential area share after synthesis at 0%
* VDD IR max at 0.0000218 V
* F_max at 62.6 MHz
* Final Hold Viols at 0
* Crit start category: primary input
* RD Place Congestion at 0.998
* Minimum clock period at 15.96 ns
* Largest net degree at the start of global routing at 66
* LEAKAGE at 4.08 nW
* DR vias at 10537
* Filler cells at 1727
* Setup tns final at 0 ns
* Share of layout cells above drive strength 1 at 9.01%
* Yosys top cell area share at 13.4%
* Post-synth top cells: 145 x nor2_1, 109 x a21oi_1, 109 x nand2_1
* Critical path arrival at 10.62 ns
* Clk_buf instances at 0
* Total Routing Usage GR at 40.5%
* FP Core Util at 51.6%
* Antenna viol nets, final at 0
* Drt initial violations at 1017
* Vertical die size at 136 µm
* Final period util at 59.8%
* Fin cells at 1535
* Ys cells at 1289
* CP endpoint kind: output port
* Row count at 48
* Average cell area after synthesis at 6.97 µm²
* Yosys chip area at 8980 µm²
* Drt via density at 6.86
* Placed instance count at 1535
* Post-DP HPWL at 26800 µm
* Max Slew Vio Count at 0
* Residual DRC count at 0
* Die X at 136 µm
* YS warnings at 1
* Slew at the pin closest to its max-slew limit at 0.858 ns
* Pre-CTS setup slack at 10.85 ns
* Tool warnings at 99
* DR pass1 iterations at 5
* Biggest area cells: ha_1 13%, mux4_2 13%, a21oi_1 6.1%
* Crit path DRT at 21.36 ns
* Mapped Area at 8980 µm²
* Initial antenna violation count at 2
* RSZ-0062 raised after global routing: no
* Run status: complete, no violations
* Gate Area at 8130 µm²
* Grt total ovfl at 0
* N_diodes at 0
* Cell type with the largest total area: ha_1
* Vias in the first global route at 9542
* IO Pins at 100
* CTS Hold Bufs at 0
* CP Class: primary input to output port
worst paths after layout:
check	start	end	slack [ns]	cells past startpoint
hold / removal	i_operand_b[4]	o_alu_data[3]	11.75	5
setup / recovery	i_operand_b[4]	o_alu_data[0]	10.74	20
layout make-up:
class                      instances  share of cell area [%]
tap                              225                    2.83
inverter                         109                    4.11
multi-input combinational       1082                    81.7
timing repair buffer             119                    11.3
cell usage in the layout, fill, tap and decap left out, drive strengths merged, types with 7 or more instances in the layout:
cell | netlist | routed
mux4 | 50 | 50
mux2 | 18 | 18
o211ai | 18 | 18
nor2 | 146 | 146
a31oi | 15 | 15
or3 | 10 | 10
clkdlybuf4s50 | 0 | 96
o21ai | 85 | 85
a2111oi | 7 | 7
nand2 | 110 | 110
o21bai | 15 | 15
a22oi | 38 | 38
nor4 | 9 | 9
nor3 | 29 | 29
a21o | 16 | 16
o221ai | 8 | 8
nand3 | 22 | 22
buf | 34 | 23
a221oi | 13 | 13
nand4 | 10 | 10
o22ai | 18 | 18
ha | 96 | 96
a211oi | 15 | 15
nor2b | 20 | 20
and2 | 12 | 12
and3 | 9 | 9
mux2i | 39 | 39
inv | 108 | 108
a21oi | 112 | 112
nand2b | 13 | 13
o31ai | 10 | 10
o2111ai | 20 | 20
report_power, final:
| group | switching, W | internal (W) | total (W) |
|---|---|---|---|
| Combinational | 0.000125 | 0.0000926 | 0.000217 |
| Clock | 0 | 0 | 0 |
| Sequential | 0 | 0 | 0 |
| Total | 0.000125 | 0.0000926 | 0.000217 |
critical path, stage by stage:
cell and delay (ns):
buf_2 0.07, buf_4 0.45, clkinv_1 0.78, ha_1 0.70
inv_1 0.09, o21ai_0 0.11, a21oi_1 0.09, o21ai_0 0.17
a211o_1 0.15, a21oi_1 0.08, o21ai_0 0.37, a21oi_1 0.18
o41ai_1 0.55, fa_1 0.28, nor2b_1 0.14, a31oi_1 0.06
o22ai_1 0.14, o21ai_0 0.16, a32oi_1 0.23, clkdlybuf4s50_1 0.47
metrics by stage:
step                      cell area (µm²)  power [W]  hold WS, ns  util (%)
after global routing                 9940   0.000236        11.79      57.1
final                                9940   0.000217        11.75      57.1
after detailed placement             9940   0.000211        11.75      57.1
after global placement               9940   0.000212        11.74      57.1
after CTS                            9940   0.000213        11.75      57.1
after floorplan                      8980   0.000136        10.80         -
kinds of logic (layout without fill, tap and decap cells):
kind of cell | Yosys count | after routing | share of synthesized area [%]
compound gates | 462 | 462 | 35.1
xor+xnor | 7 | 7 | 0.683
fa+ha+maj | 102 | 102 | 14.6
buf+inv | 207 | 228 | 9.60
mux | 107 | 107 | 19.2
simple gates | 404 | 404 | 20.8
layer usage:
| metal | vias to the layer above | global-route usage (%) | wire length (µm) |
|---|---|---|---|
| met5 | - | 0 | 26 |
| met4 | 4 | 10.5 | 1180 |
| met3 | 82 | 12.7 | 4610 |
| met2 | 632 | 58.7 | 15300 |
| met1 | 4924 | 58.6 | 15100 |
| li1 | 4895 | - | - |
Power is estimated from default activity; no workload was simulated.
